<file path="design/flow/config.mk">
export PLATFORM = sky130hd
export DESIGN_NAME = Top_Module
export DESIGN_NICKNAME = Top_Module
export VERILOG_FILES = /design/flow/design.v
export SDC_FILE = /design/flow/constraint.sdc
export NUM_CORES = 4
export LEC_CHECK = 1
export CORE_AREA = 10 10 94 94
export DIE_AREA = 0 0 104 104
export SYNTH_HDL_FRONTEND = slang
export SYNTH_MEMORY_MAX_BITS = 65536
</file>
<file path="design/flow/constraint.sdc">
current_design Top_Module

set clk_period 6.8
set clk_io_pct 0.2

create_clock -name clk0 -period $clk_period [get_ports {clk}]

set non_clock_inputs [all_inputs -no_clocks]
set_input_delay [expr $clk_period * $clk_io_pct] -clock clk0 $non_clock_inputs
set_output_delay [expr $clk_period * $clk_io_pct] -clock clk0 [all_outputs]
</file>
<file path="design/flow/design.v">
module ALU(
    input [31:0] SrcA, SrcB,
    input [2:0] AluControl,
    output reg [31:0] Result,
    output reg Zero,
    output reg Signflag
);
    always @(*) begin
        case(AluControl)
            3'b000: Result = SrcA + SrcB;
            3'b001: Result = SrcA << SrcB;
            3'b010: Result = SrcA - SrcB;
            3'b100: Result = SrcA ^ SrcB;
            3'b101: Result = SrcA >> SrcB;
            3'b110: Result = SrcA | SrcB;
            3'b111: Result = SrcA & SrcB;
            default: Result = 32'h00000000;
        endcase
        Zero = (Result == 0);
        Signflag = Result[31];
    end
endmodule
module Data_Memory(input clk, reset, WE,input [31:0] A, WD,
output [31:0] RD);
reg [31:0] Memory [0:63];
integer i;
always @(posedge clk) begin
if (reset == 0)
 begin
for (i = 0; i < 64; i = i + 1)
Memory[i] <= 32'b0;
end 
else if (WE == 1) 
begin
 Memory[A[31:2]] <= WD;
 end
 end
 assign RD = (reset == 0) ? 32'b0 : Memory[A[31:2]];
endmodule
module PCNext_Calc(
    input [31:0] PC, ImmExt,
    input PCSrc,
    output [31:0] PCNext
);
    wire [31:0] PCPlus4 = PC + 4;
    wire [31:0] PCBranch = PC + ImmExt;
    assign PCNext = PCSrc ? PCBranch : PCPlus4;
endmodule
module Program_Counter 
(input clk ,reset,load,input [31:0] PCNext, 
 output reg [31:0] PC); 
    always @(posedge clk or negedge reset)  
    begin 
        if (reset == 0)  
            PC <= 32'h00000000;  
        else if(load == 1) 
            PC <= PCNext; 
        else 
            PC <= PC; 
    end 
 endmodule
module Top_Module(input clk, reset);
    (* keep = "true" *) wire [31:0] PC,PCNext,instr,RD1, RD2,ALUResult,SrcB, ImmExt, Result;
    wire [1:0] ImmSrc;
    wire RegWrite, MemWrite, PCSrc, ResultSrc, ALUSrc, SignFlag, ZeroFlag;
    wire [2:0] AluControl;
    wire [31:0] DataMemory_out;
    Control_Unit CU_top(
        .op(instr[6:0]),
        .funct3(instr[14:12]),
        .funct7(instr[30]),
        .ALUSrc(ALUSrc),
        .ImmSrc(ImmSrc),
        .RegWrite(RegWrite),
        .MemWrite(MemWrite),
        .AluControl(AluControl),
        .ResultSrc(ResultSrc),
        .PCSrc(PCSrc),
        .ZeroFlag(ZeroFlag),
        .SignFlag(SignFlag)
    );
    Sign_Extend SE_top(
        .instr(instr),
        .ImmSrc(ImmSrc),
        .ImmExt(ImmExt)
    );
    PCNext_Calc PCNext_top(
        .PC(PC),
        .ImmExt(ImmExt),
        .PCSrc(PCSrc),
        .PCNext(PCNext)
    );
    Program_Counter PC_top(
        .clk(clk),
        .reset(reset),
        .load(1'b1),
        .PCNext(PCNext),
        .PC(PC)
    );
    Instruction_Memory IM_top(
        .A(PC),
        .RD(instr)
    );
    assign Result = ResultSrc ? DataMemory_out : ALUResult;
    Register_File RF_top(
        .clk(clk),
        .reset(reset),
        .A1(instr[19:15]),
        .A2(instr[24:20]),
        .A3(instr[11:7]),
        .WD3(Result),
        .WE3(RegWrite),
        .RD1(RD1),
        .RD2(RD2)
    );
    Data_Memory DM_top(
        .clk(clk),
        .reset(reset),
        .A(ALUResult),
        .WD(RD2),
        .WE(MemWrite),
        .RD(DataMemory_out)
    );
    assign SrcB = ALUSrc ? ImmExt : RD2;
    ALU ALU_top(
        .SrcA(RD1),
        .SrcB(SrcB),
        .AluControl(AluControl),
        .Result(ALUResult),
        .Zero(ZeroFlag),
        .Signflag(SignFlag)
    );
endmodule
module Control_Unit(input [6:0] op,input [2:0] funct3,input funct7,ZeroFlag,SignFlag,
    output ALUSrc, RegWrite, MemWrite, ResultSrc,
    output [1:0] ImmSrc,output reg [2:0] AluControl,output reg PCSrc);
    reg [8:0] controls;
    wire Branch;
    wire [1:0] ALUOP;
    assign {RegWrite, ImmSrc, ALUSrc, MemWrite, ResultSrc, Branch, ALUOP} = controls;
    wire SUB = op[5] & funct7;
    always @(*) 
    begin
   case (ALUOP)
    2'b00: AluControl = 3'b000;
    2'b01: AluControl = 3'b010;
    2'b10: 
   begin
    case (funct3)
    3'b000: AluControl = SUB ? 3'b010 : 3'b000;
    3'b001: AluControl = 3'b001;
    3'b100: AluControl = 3'b100;
    3'b101: AluControl = 3'b101;
    3'b110: AluControl = 3'b110;
    3'b111: AluControl = 3'b111;
    default: AluControl = 3'b000;
    endcase
    end
    default: AluControl = 3'b000;
    endcase
    end
    always @(*) begin
        case (op)
      7'b0000011: controls = 9'b100101000;
      7'b0100011: controls = 9'b00111x000;
      7'b0110011: controls = 9'b1xx000010;
      7'b0010011: controls = 9'b100100010;
      7'b1100011: controls = 9'b01000x101;
      default:    controls = 9'b000000000;
      endcase
    end
    always @(*) begin
    case (funct3)
    3'b000: PCSrc = ZeroFlag & Branch;
    3'b001: PCSrc = ~ZeroFlag & Branch;
    3'b100: PCSrc = SignFlag & Branch;
    default: PCSrc = 0;
  endcase
    end
  endmodule
module Sign_Extend(input [31:0] instr,input [1:0] ImmSrc,
output reg [31:0] ImmExt);
    always @(*) begin
        case (ImmSrc)
            2'b00: ImmExt = {{20{instr[31]}}, instr[31:20]};
            2'b01: ImmExt = {{20{instr[31]}}, instr[31:25], instr[11:7]};
            2'b10: ImmExt = {{20{instr[31]}}, instr[7], instr[30:25], instr[11:8], 1'b0};
            default: ImmExt = 0;
        endcase
    end
endmodule
module Instruction_Memory( input [31:0] A,
    output [31:0] RD);
    reg [31:0] instr[0:63];
    assign RD = instr[A[31:2]];
    initial 
begin
 $readmemh("program.txt", instr);
 end
endmodule
module Register_File(
    input clk, reset, WE3,
    input [4:0] A1, A2, A3,
    input [31:0] WD3,
    output [31:0] RD1, RD2
);
    reg [31:0] Register_File[0:63];
    integer i;
    always @(posedge clk) begin
        if (reset == 0) begin
            for (i = 0; i < 64; i = i + 1)
                Register_File[i] <= 32'b0;
        end else if (WE3 == 1) begin
            Register_File[A3] <= WD3;
        end
    end
    assign RD1 = (reset == 0) ? 32'b0 : Register_File[A1];
    assign RD2 = (reset == 0) ? 32'b0 : Register_File[A2];
endmodule
</file>
<file path="design/flow/run.sh">
#!/bin/bash
# OpenROAD 26Q1-2900-gdf79404cd8, Yosys 0.63+post, stock flow scripts
make -C /OpenROAD-flow-scripts/flow DESIGN_CONFIG=/design/flow/config.mk WORK_HOME=/design/flow/orfs finish
</file>
==> impl_metrics.toml <==
# generated from flow reports
[synth]
syn_inst = 0
yosysWarnings = 0
syn_area_um2 = 0

[floorplan]
row_count = 30
ios = 2
initial_core_util_pct = 0
dieHeight_um = 104
dieWidth_um = 104

[global_route]
grt_max_degree = 1

[placed_design]
numPortBuffers = 0

[status]
stop_stage = "global routing"
status = "did not finish"
tool.error = "[ERROR EST-0005] Run global_route before estimating parasitics for global routing."

[clocking]
post_cts_buffers = 0
cts-resized-gates = 0
cts_hold_buffers = 0
[through the flow]
step | instances | util (%) | instance area [um2] | power, mW
CTS | 96 | 1.758 | 120.1 | 0
global placement | 96 | 1.758 | 120.1 | 0
floorplan | 0 | - | 0 | 0
detailed placement | 96 | 1.758 | 120.1 | 0
Power and IR drop assume default switching activity.
